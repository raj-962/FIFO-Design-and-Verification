==> flow/constraint.sdc <==
current_design fifo

set clk_period 14.7
set clk_io_pct 0.2

create_clock -name clk0 -period $clk_period [get_ports {clk}]

set non_clock_inputs [all_inputs -no_clocks]
set_input_delay [expr $clk_period * $clk_io_pct] -clock clk0 $non_clock_inputs
set_output_delay [expr $clk_period * $clk_io_pct] -clock clk0 [all_outputs]
==> flow/design.v <==
module fifo(
  input clk,rst,wr_en,rd_en,
  input [7:0] buf_in, 
  output reg [7:0]buf_out,
  output reg buf_empty,buf_full,
  output reg [5:0] fifo_counter
);
  reg [5:0] wr_ptr,rd_ptr;
  reg [7:0] buf_mem[63:0];
  always@(fifo_counter)begin
    buf_empty=(fifo_counter==0);
    buf_full=(fifo_counter==64);
  end
  always@(posedge clk or posedge rst)begin
    if(rst) 
      fifo_counter<=0; 
    else if(!buf_full && wr_en && !buf_empty && rd_en)
      fifo_counter<=fifo_counter;
      else if(!buf_full && wr_en)
        fifo_counter<= fifo_counter +1;
      else if(!buf_empty && rd_en)
        fifo_counter<= fifo_counter -1;
      else 
        fifo_counter<=fifo_counter;
    end
  always@(posedge clk or posedge rst)begin
    if(rst)begin
      buf_out<=0;
    end
    else if(!buf_empty && rd_en)begin
      buf_out<=buf_mem[rd_ptr];
    end
    else begin
      buf_out<=buf_out;
    end
  end
  always@(posedge clk)begin
    if(!buf_full && wr_en)begin
      buf_mem[wr_ptr]<=buf_in;
    end
    else begin
      buf_mem[wr_ptr]<= buf_mem[wr_ptr];
    end
  end
  always@(posedge clk or posedge rst) begin
    if(rst)begin
      wr_ptr<=0;
      rd_ptr<=0;
    end
    else begin
      if(!buf_full && wr_en)begin
        wr_ptr<= wr_ptr +1;
      end
        else begin
          wr_ptr<= wr_ptr;
        end
      if(!buf_empty && rd_en) begin
        rd_ptr <= rd_ptr +1;
      end
      else begin
        rd_ptr<= rd_ptr;
      end
  end
  end
    endmodule
==> flow/config.mk <==
export PLATFORM = sky130hd
export DESIGN_NAME = fifo
export DESIGN_NICKNAME = fifo
export VERILOG_FILES = /design/flow/design.v
export SDC_FILE = /design/flow/constraint.sdc
export NUM_CORES = 4
export LEC_CHECK = 1
export CORE_UTILIZATION = 40
==> flow/run.sh <==
#!/bin/bash
# OpenROAD 26Q1-2900-gdf79404cd8, Yosys 0.63+post, stock flow scripts
make -C /OpenROAD-flow-scripts/flow DESIGN_CONFIG=/design/flow/config.mk WORK_HOME=/design/flow/orfs finish
==> results.cfg <==
; flow metrics
[outcome]
outcome = completed

[drt]
drc_errors = 0
ant_nets = 0
viasPerCell = 5.584
drtIter0Drc = 754
first_pass_iters = 5
wl_per_cell_um = 26.18
drt-total-wl_um = 47750
num_antenna_cells = 0
via_count = 10185

[global_routing]
overflow = 0
antenna_found_initial = 0
grt_pass1_wl_um = 72070
grtUsageTotal = 0.2038
first_global_vias = 11372
grt_max_degree = 57

[min_path]
min_path_type = reg2reg
hp-start = rd_ptr[5]$_DFFE_PP0P_

[clock_tree]
post-cts-setup-buffers = 0
clk_pin_slew_ns = 0.06
cts_resized = 0
ctsLongestPathBuffers = 3
htreeDepth = 2
cts_hold_buf = 0
cts_sinks = 538
cts_buffers = 54
cts_tree = yes
root_buffer = clkbuf_16
clock_latency_ns = 0.60

[die]
ios = 28
die_area_um2 = 53690
fp.coreArea_um2 = 51720
dieWidth_um = 231.7
rows = 83
die_y_um = 231.7
initCoreUtil = 0.4081

[synthesis]
synth_flops = 538
yosys_area_um2 = 21110
ys.flop_type = edfxtp_1
synth_area_um2 = 21110
ys_seq_share = 0.7593
synth_cells = 1058
synth-async-reset-ratio = 0.04833
yosysCellCount = 1058
ys_warn_count = 1
yosysUniqueCellTypes = 42
syn_area_per_cell_um2 = 19.95
synth-edff-count = 512

[final_timing]
grt_setup_unrepaired = false
relSlewSlack = 0.3764
drv_slew = 0
min_period_ns = 5.304
hold_violations = 0
tightestPinTransition_ns = 0.9118
finalSetupViolCount = 0
clock_skew_ns = 0.01188
layout_setup_ws_ns = 9.396
max_freq_mhz = 188.5
whs_ns = 0.4975
post-route-period-util = 0.3608
fin_setup_tns_ns = 0

[placed_design]
post_dp_cell_area_um2 = 22050
portBuffers = 26
dp_hpwl_um = 29040
dp_worst_setup_slack_ns = 8.673
gp_congestion = 0.8569
dp.cells = 1727

[pwr]
power_mw = 4.455
p_comb_frac = 0.261
clkPwrFrac = 0.319
sw_frac_of_total = 0.2963
p_sw_mw = 1.320
p_leak_nw = 7.620
p_int_mw = 3.135
p_per_area_nw_per_um2 = 186.4
peakVddDrop_v = 0.00009399
p_seq_frac = 0.420

[final_layout]
final_cells = 1824
drive_gt1_frac = 0.2080
final_util = 0.4620
syn2layout_area_growth_pct = 13.21
post-route-cell-area_um2 = 23890

[setup_path]
max_stage_delay_ns = 0.76
setup.worst_path.start = wr_en
worstPathArrival_ns = 5.54
crit_slowest_cell = clkdlybuf4s50_1
critPathKind = in2reg
crit_buf_inv = 2
cp-start-kind = input port
worst_ep_required_time_ns = 14.94
worstReg2RegStart = rd_ptr[0]$_DFFE_PP0P_
worstSetupEndpointType = flop
crit_chain = clkdlybuf4s50_1 -> inv_1 -> nor2_1 -> nand3_1 -> nor2_1
cpMostUsedCell = nor2_1
path_delay_family = simple AND/OR/NAND/NOR gates
worst-path-max-fanout = 11

[run]
max-cap-violations = 0
openroad.warnings = 25
-- cell usage after synthesis (11+ instances only) --
library cell	instances	share of area
dfrtp_1	26	0.031
buf_4	11	0.0039
nand2_1	31	0.0055
edfxtp_1	512	0.73
o21ai_0	12	0.0028
nor2_1	90	0.016
mux4_2	107	0.11
clkbuf_1	27	0.0048
xnor2_1	13	0.0054
o21ai_1	14	0.0033
mux2i_1	77	0.037
buf_2	16	0.0038
-- routing by layer --
metal | routed length, um | global-route usage | up-vias
li1 | - | - | 4412
met5 | 0 | 0 | -
met4 | 1254 | 0.04317 | 0
met3 | 7655 | 0.1530 | 78
met2 | 21460 | 0.2811 | 627
met1 | 17390 | 0.2743 | 5068
-- cell families after synthesis --
logic type               Yosys count  share of synthesized area
AND-OR/OR-AND                     92                    0.02946
XOR/XNOR                          15                   0.006225
adder cells (fa/ha/maj)            7                   0.004505
buffers and inverters             65                    0.01553
flip-flops                       538                     0.7593
multiplexers                     194                     0.1560
other                              1                  0.0001777
AND/OR/NAND/NOR                  146                    0.02881
-- worst reg2reg max path, delay by kind of cell, from the launching register on --
| kind | cells | cell delay [ns] |
|---|---|---|
| muxes | 1 | 0.60 |
| and+or+nand+nor | 1 | 0.18 |
| DFF | 1 | 0.80 |
| buffers and inverters | 2 | 1.42 |
| AOI/OAI and AO/OA | 3 | 0.93 |
-- placed cells by master, fill, tap and decap left out, types with 8 or more instances in the layout --
cell type and count:
nor2_1 90, mux2_2 10, a21oi_1 10, clkbuf_16 55, mux4_2 107, o22ai_1 8
xnor2_1 13, bufinv_16 9, o21ai_1 14, edfxtp_1 512, a2111oi_0 8, buf_2 8
a211oi_1 8, clkdlybuf4s50_1 18, nand2_1 31, buf_4 24, dfrtp_1 22, mux2i_1 77
clkbuf_1 10, o221ai_1 8, o21ai_0 12
-- power groups by stage --
| stage | sequential (mW) | combinational (mW) | clock (mW) |
|---|---|---|---|
| 4_1_cts | 1.87 | 1.18 | 1.44 |
| 5_1_grt | 1.89 | 1.26 | 1.50 |
| 6_report | 1.87 | 1.16 | 1.42 |
-- final cells by class --
type	instances	area, um2
repair buffers	50	400.4
well taps	680	850.8
clock inverters	31	411.6
clock buffers	66	1428
fillers	4251	27820
inverters	4	15.01
multi-input cells	455	4753
flip-flops and latches	538	16040
-- path summary, 6_finish.rpt --
path,to,cells past startpoint,slack (ns)
worst max register to register,buf_out[6]$_DFFE_PP0P_,7,10.65
worst min register to register,rd_ptr[5]$_DFFE_PP0P_,1,0.50
max in group asynchronous,rd_ptr[0]$_DFFE_PP0P_,3,11.67
min in group asynchronous,fifo_counter[5]$_DFFE_PP0P_,3,2.71
worst min-delay path,rd_ptr[5]$_DFFE_PP0P_,1,0.50
worst max-delay path,buf_mem[3][2]$_DFFE_PP_,5,9.40
-- registers in the layout, summed over array words and instances, names as in the netlist --
register      cells
wr_ptr            6
fifo_counter      6
rd_ptr            6
buf_mem         512
buf_out           8
Power and IR drop assume default switching activity.
